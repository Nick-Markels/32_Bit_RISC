**flow/design.v**
```verilog
`timescale 1ns/1ns
module RAM(data, rdEn, wrEn, addr, clk);
parameter DWIDTH = 32;
parameter MEMDEPTH = 256;
parameter AWIDTH = $clog2(MEMDEPTH);
inout [DWIDTH-1:0] data;
input 	           rdEn;
input		   wrEn;
input [DWIDTH-1:0] addr;
input		   clk;
tri [DWIDTH-1:0] data;
reg [DWIDTH-1:0] rd_data;
assign data = (rdEn) ? rd_data : {DWIDTH{1'bz}};
reg [DWIDTH-1:0] mem [MEMDEPTH-1:0];
always @(posedge clk)
begin
  if(rdEn)
	rd_data = mem[addr[7:2]];
  if(wrEn)
	mem[addr[7:2]] = data;
end 
endmodule
```
**flow/constraint.sdc**
```tcl
current_design RAM

set clk_period 7.9
set clk_io_pct 0.2

create_clock -name clk0 -period $clk_period [get_ports {clk}]

set non_clock_inputs [all_inputs -no_clocks]
set_input_delay [expr $clk_period * $clk_io_pct] -clock clk0 $non_clock_inputs
set_output_delay [expr $clk_period * $clk_io_pct] -clock clk0 [all_outputs]
```
**flow/config.mk**
```make
export PLATFORM = sky130hd
export DESIGN_NAME = RAM
export DESIGN_NICKNAME = RAM
export VERILOG_FILES = /design/flow/design.v
export SDC_FILE = /design/flow/constraint.sdc
export NUM_CORES = 4
export LEC_CHECK = 1
export CORE_UTILIZATION = 40
export SYNTH_MEMORY_MAX_BITS = 65536
```
**flow/run.sh**
```bash
#!/bin/bash
# OpenROAD 26Q1-2900-gdf79404cd8, Yosys 0.63+post, stock flow scripts
make -C /OpenROAD-flow-scripts/flow DESIGN_CONFIG=/design/flow/config.mk WORK_HOME=/design/flow/orfs finish
```
==> results.txt <==
run results: # IOs 67, placed cells 5830, Registers, synthesis 2080, post-CTS setup buffers 0, Mapped Area 78100 sq um, sequential fraction of the synthesis area 80.0%, dpl hpwl 106000 microns, Synth async-reset ratio 0%, Max Root-Sink Buffers 3, Setup WS pre-CTS 2.20 ns, Resized cells post-CTS 0, Stop stage clock tree synthesis, YS chip area 78100 sq um, CTS buffer count 199, hold_buf cts 0, Yosys warnings 2, H-tree levels 4, Commonest flop edfxtp_1, Core Util at FP 40.4%, CTS Sinks 2080, Mapped Cells 3299, status did not finish, placer congestion estimate 0.843, Syn Area/Cell 23.7 sq um, Unique masters post-synth 20, I/O Buffers 8, Die Y 444 microns, Cell Rows 161, die span in x 444 microns, Log Error [error] [KeplerFormal.cpp:679] Workflow failed: Iso has multiple drivers: .data25, place449.X0, Placed Area 82500 sq um, root buffer cell clkbuf_16, yosys cell count 3299, number of synthesized flops with an enable pin 2080
[synthesized netlist by cell type, types with 14 or more instances]
| cell type | n | area [sq um] |
|---|---|---|
| a22oi_1 | 256 | 1920 |
| edfxtp_1 | 2080 | 62500 |
| a21oi_1 | 128 | 641 |
| mux4_2 | 512 | 11500 |
| buf_2 | 32 | 160 |
| nand2_1 | 14 | 52.6 |
| or4_1 | 32 | 240 |
| buf_1 | 22 | 82.6 |
| clkbuf_1 | 117 | 439 |
| buf_4 | 21 | 158 |
| nor2_1 | 62 | 233 |
[cells by family after synthesis]
family,count (synthesis),synth area share (%)
compound gates,384,3.28
buf+inv,195,1.12
mux,512,14.8
flops,2080,80.0
simple gates,128,0.827
[per-stage QoR]
step | total power [mW] | hold WS (ns)
after detailed placement | 13.7 | 0.607
after global placement | 13.8 | 0.611
after floorplan | 13.2 | 0.852
Power and IR drop assume default switching activity.
